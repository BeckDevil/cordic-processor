**flow/config.mk**
```make
export PLATFORM = sky130hd
export DESIGN_NAME = Cordic
export DESIGN_NICKNAME = Cordic
export VERILOG_FILES = /design/flow/design.v
export SDC_FILE = /design/flow/constraint.sdc
export NUM_CORES = 4
export LEC_CHECK = 1
export CORE_UTILIZATION = 30
```
**flow/constraint.sdc**
```tcl
current_design Cordic

set clk_period 10.7
set clk_io_pct 0.2

create_clock -name clk0 -period $clk_period [get_ports {clk}]

set non_clock_inputs [all_inputs -no_clocks]
set_input_delay [expr $clk_period * $clk_io_pct] -clock clk0 $non_clock_inputs
set_output_delay [expr $clk_period * $clk_io_pct] -clock clk0 [all_outputs]
```
**flow/design.v**
```verilog
`timescale 1ns / 100ps
module Cordic(clk,phase_step,xin,yin,xout,yout);
parameter IN_WIDTH	= 16; 
parameter EXTRA_BITS	= 6; 
localparam WI			= IN_WIDTH;
localparam WXY			= IN_WIDTH+EXTRA_BITS; 
localparam STG			= WXY; 
input clk;
input signed  [31:0]    phase_step; 
input signed  [WI-1:0]  xin,yin;
output signed [WXY-1:0] xout,yout;
wire signed [31:0] atan_table [0:31];
                 assign atan_table[00] = 32'b0010_0000_0000_0000_0000_0000_0000_0000;
						assign atan_table[01] = 32'b0001_0010_1110_0100_0000_0101_0001_1110;
						assign atan_table[02] = 32'b0000_1001_1111_1011_0011_1000_0101_1011;
						assign atan_table[03] = 32'b0000_0101_0001_0001_0001_0001_1101_0100;
						assign atan_table[04] = 32'b0000_0010_1000_1011_0000_1101_0100_0011;
						assign atan_table[05] = 32'b0000_0001_0100_0101_1101_0111_1110_0001;
						assign atan_table[06] = 32'b0000_0000_1010_0010_1111_0110_0001_1110;
						assign atan_table[07] = 32'b0000_0000_0101_0001_0111_1100_0101_0101;
						assign atan_table[08] = 32'b0000_0000_0010_1000_1011_1110_0101_0011;
						assign atan_table[09] = 32'b0000_0000_0001_0100_0101_1111_0010_1111;
						assign atan_table[10] = 32'b0000_0000_0000_1010_0010_1111_1001_1000;
						assign atan_table[11] = 32'b0000_0000_0000_0101_0001_0111_1100_1100;
						assign atan_table[12] = 32'b0000_0000_0000_0010_1000_1011_1110_0110;
						assign atan_table[13] = 32'b0000_0000_0000_0001_0100_0101_1111_0011;
						assign atan_table[14] = 32'b0000_0000_0000_0000_1010_0010_1111_1010;
						assign atan_table[15] = 32'b0000_0000_0000_0000_0101_0001_0111_1101;
						assign atan_table[16] = 32'b0000_0000_0000_0000_0010_1000_1011_1110;
						assign atan_table[17] = 32'b0000_0000_0000_0000_0001_0100_0101_1111;
						assign atan_table[18] = 32'b0000_0000_0000_0000_0000_1010_0011_0000;
						assign atan_table[19] = 32'b0000_0000_0000_0000_0000_0101_0001_1000;
						assign atan_table[20] = 32'b0000_0000_0000_0000_0000_0010_1000_1100;
						assign atan_table[21] = 32'b0000_0000_0000_0000_0000_0001_0100_0110;
						assign atan_table[22] = 32'b0000_0000_0000_0000_0000_0000_1010_0011;
						assign atan_table[23] = 32'b0000_0000_0000_0000_0000_0000_0101_0001;
						assign atan_table[24] = 32'b0000_0000_0000_0000_0000_0000_0010_1001;
						assign atan_table[25] = 32'b0000_0000_0000_0000_0000_0000_0001_0100;
						assign atan_table[26] = 32'b0000_0000_0000_0000_0000_0000_0000_1010;
						assign atan_table[27] = 32'b0000_0000_0000_0000_0000_0000_0000_0101;
						assign atan_table[28] = 32'b0000_0000_0000_0000_0000_0000_0000_0011;
						assign atan_table[29] = 32'b0000_0000_0000_0000_0000_0000_0000_0010;
						assign atan_table[30] = 32'b0000_0000_0000_0000_0000_0000_0000_0001;
						assign atan_table[31] = 32'b0000_0000_0000_0000_0000_0000_0000_0000;
reg signed [WXY-1:0] X [0:STG-1];
reg signed [WXY-1:0] Y [0:STG-1];
reg signed [31:0]    Z [0:STG-1]; 
reg [31:0] phase_acc;
wire [1:0]  quadrant = phase_acc [31:30]; 
wire signed [WI-1:0] nxin,nyin;
assign nxin = -xin;
assign nyin = -yin;
always @(posedge clk)
	begin
		case(quadrant)
			2'b00,2'b11: 
				begin  
					X[0] <= {xin[WI-1],xin}<<{EXTRA_BITS-1};
					Y[0] <= {yin[WI-1],yin}<<{EXTRA_BITS-1};
					Z[0] <= phase_acc ;
				end
			2'b01:
				begin
					X[0] <= {nyin[WI-1],nyin}<<{EXTRA_BITS-1};
					Y[0] <= {xin[WI-1],xin}<<{EXTRA_BITS-1};
					Z[0] <= {2'b00,phase_acc[29:0]}; 
				end
			2'b10:
				begin
					X[0] <= {yin[WI-1],yin}<<{EXTRA_BITS-1};
					Y[0] <= {nxin[WI-1],nxin}<<{EXTRA_BITS-1};
					Z[0] <= {2'b11,phase_step[29:0]};
				end
			default:;
		endcase
		phase_acc<=phase_acc+phase_step;
	end
genvar i;
generate
	for(i=0;i<(STG-1);i=i+1)
	begin:ITERATION
	wire z_sign;
	wire signed [WXY-1:0] x_shr,y_shr;
	assign x_shr=X[0]>>>i;
	assign y_shr=Y[0]>>>i;
	assign z_sign=Z[i][31];
	always @ (posedge clk)
			begin
				X[i+1] = z_sign?(X[i]+y_shr):(X[i]-y_shr);
				Y[i+1] = z_sign?(Y[i]-x_shr):(Y[i]+x_shr);
				Z[i+1] = z_sign?(Z[i]+atan_table[i]):(Z[i]-atan_table[i]);
				end
	end
endgenerate
assign xout	=	X[STG-1];
assign yout	=	Y[STG-1];
endmodule
```
**flow/run.sh**
```bash
#!/bin/bash
# OpenROAD 26Q1-2900-gdf79404cd8, Yosys 0.63+post, stock flow scripts
make -C /OpenROAD-flow-scripts/flow DESIGN_CONFIG=/design/flow/config.mk WORK_HOME=/design/flow/orfs finish
```
==> writeup.txt <==
The tally of yosys warning messages was 4; the number of instances on the worst hold path was 0. Routed signal wires occupy layers up through met5. TritonRoute output was used to compute an average wire per cell of 14.8 um.

The pre-antenna-repair detailed-routing pass consisted of 7 iterations. The tools report the area of the core region as 362000 sq um.

Per the placement report, the placed cell count is 17.2k. For the distinct cell type count after synthesis, the log shows 104. Per the GRT congestion report, total overflow comes to 0. Leaving out filler cells and counting taps, the final layout contains 17.5k. The via count of the first global-routing pass is 81.4k, and the critical-path maximum fanout is 22. Wires add up to 259000 um. The stage logs contain a warning count of 137. The register bit count reported by yosys was 1584; the layout overhead on the synthesized area was 11.9%. For the count of hold buffers inserted by post-cts repair, the log shows 0. For the completed layout, the total cell area is recorded as 122000 sq um.

The total global-route track usage came out at 14.2%. The worst path in the final design needs a cycle of 5.56 ns, including I/O delays and setup. Count of max-cap constraint violations: 0. The run gives 0.86 ns as the source-to-sink clock delay at the later pin of the worst-skew pair.

The tools report the hold path startpoint as Z[3][1]. The top-level port count was 109; the routed length on met1 was 125000 um. With the tightest slew margin relative to the limit at 26.0%, the total standard cell area after synthesis is 109000 sq um. The final period utilization was 51.9%; the post-CTS setup repair buffer count was 0. Data on the critical path arrives at its endpoint at 6.30 ns. The worst setup path is of the flop to flop kind. The tools report the worst hold endpoint as Z[4][1].

Reg-to-reg critical path endpoint: X[18][21]. The horizontal die dimension was 605 um; the CTS H-tree depth was 4. Detailed routing placed a total of 15700 um of wire on met3. The number of flops mapped to enable cells by yosys was 0.

The main area contributors are dfxtp_1 29%, ha_1 18%, xnor2_1 11%. Post-CTS repair changed the size of 0 cells. The die covers 366000 sq um. The run gives 0 for the count of nets left with antenna violations after detail routing. The run gives 0.321 ns as the worst hold slack. Setup slack on the worst reg-to-reg path comes out at 5.14 ns.

The first global-routing pass estimated 419000 um of wire. The synthesized netlist has a Yosys-reported chip area of 109000 sq um. For the number of instances in the synthesized netlist, the log shows 12.5k. The OpenROAD report gives the critical path a required time of 11.44 ns. The wire length on met2 is 113000 um. For the post-placement cell area, the log shows 116000 sq um.

STA classifies the critical path startpoint as a flop. For this run, asynchronously set or reset flops after synthesis account for 0%. In the Yosys report, the sequential cells make up 29.1% of the chip area.

CTS saw 1584 sinks. The max-slew violation count was 0; the average size of a mapped cell was 8.75 sq um. Summed over its instances, the top area cell type makes up 29.1% of the synthesized netlist area.

TritonCTS built the clock tree. RePlAce ended its routability-driven mode at a weighted congestion of 0.931. As logged by OpenROAD, the buffers inserted on ports number 108.

The path class of the tightest hold or removal check is flop to flop. The die span in y works out to 605 um. Entering global routing, the biggest net connects 57 pins.

Post-route clock skew: 0.0704 ns. The final route contains 85.4k vias. Per the synthesis report, the dominant area consumer among library cells is dfxtp_1. The synthesized netlist was found by Yosys to have 12.5k cells. The buffer levels on the longest clock path is 4.

The run finished with clean final reports. The tools report the clock root buffer master as clkbuf_16. In the floorplan report the effective utilization is 30.1%. At the pin with the least slew margin, the transition time is 1.10 ns.

The layout summary lists the proportion of cells stronger than drive strength 1 as 4.45%. The sum of negative setup slack was 0 ns; the via density per instance was 4.87. The number of failing hold endpoints at the final stage was 0.

Summed over all nets, the half-perimeter wirelength after detailed placement is 200000 um. Setup violations remaining at the end of the flow were counted as 0. Per the detail_route report, DRC violations left total 0. The report puts the cell count of the worst reg-to-reg path at 17. The run gives 221 as the count of standard-cell rows. The tools report the starting DRC count in detailed routing as 4248. Based on the critical path, the design can be clocked at up to 180 MHz. Setup repair after global routing left no endpoint under its margin. The initial antenna violation count is 9. STA classifies the critical path endpoint as a flop. STA lists the startpoint of the worst register-to-register path as Y[0][18]. Per the post-CTS timing run, clock transition at the registers of the reported paths is 0.06 ns.

For the TritonCTS buffer count, the log shows 186. Leading register cell type out of synthesis: dfxtp_1.
final cells by class:
type,count,area [sq um]
Inverter,494,1860
Antenna cell,1,2.50
Timing Repair Buffer,199,1760
Tap cell,4794,6000
Clock buffer,277,5570
Clock inverter,48,624
Sequential cell,1584,31700
Multi-Input combinational cell,10100,74600
Fill cell,36600,240000
cell usage after synthesis, types with 36 or more instances:
cell	number
ha_1	1589
dfxtp_1	1584
xnor2_1	1336
a21oi_1	1225
nor2_1	1046
o21ai_0	695
nand2_1	653
a21o_1	487
inv_1	478
xor2_1	367
o21a_1	236
nand3_1	225
nor3_1	222
nor2b_1	216
clkbuf_1	186
nand2b_1	185
o21bai_1	139
a31oi_1	132
and3_1	119
a211oi_1	106
nand4_1	82
or3_1	73
and2_1	68
a21boi_0	62
fa_1	62
buf_1	56
o31ai_1	50
o211ai_1	47
or2_2	43
mux2i_1	38
a22o_1	36
per-stage QoR:
stage	util (%)	setup WS, ns
3_3_place_gp	32.0	5.08
5_1_grt	33.7	4.84
4_1_cts	33.7	5.17
3_5_place_dp	32.0	5.09
6_report	33.7	5.14
2_1_floorplan	-	5.44
per-layer routing:
layer | up-vias | global-route usage, %
met1 | 38500 | 20.3
met5 | - | 0
li1 | 45000 | -
met4 | 4 | 2.78
met3 | 359 | 2.96
met2 | 1515 | 22.5
worst max-delay path, cell delays in order (launching register included):
cell      delay [ns]
dfxtp_1         0.38
inv_2           0.59
ha_1            0.69
and2_1          0.53
inv_1           0.25
ha_1            0.34
a21oi_1         0.12
ha_1            0.26
or3_1           0.40
nand2b_1        0.16
a31o_2          0.24
a21oi_1         0.22
o21ai_1         0.14
a41oi_1         0.33
a21oi_1         0.14
a211oi_1        0.33
a21oi_1         0.13
xnor2_1         0.14
state kept, by name, indices dropped and copies added (netlist names):
signal,cells
phase_acc,32
Y,458
Z,635
X,459
how the worst max path moves through the flow:
stage / to / startpoint / cells past startpoint / slack, ns
4_1_cts: X[18][21] / Y[0][18] / 17 / 5.17
5_1_grt: X[18][21] / Y[0][18] / 17 / 4.84
6_report: X[18][21] / Y[0][18] / 17 / 5.14
layout by cell type, fill, tap and decap left out, types with 47 or more instances in the layout:
cell type | Yosys | layout
o21a_1 | 236 | 236
and3_1 | 119 | 119
nand3_1 | 225 | 225
clkbuf_16 | 0 | 189
a21oi_1 | 1225 | 1225
nor2_1 | 1046 | 1046
nor2b_1 | 216 | 215
or3_1 | 73 | 73
ha_1 | 1589 | 1589
a21boi_0 | 62 | 62
a211oi_1 | 106 | 106
a31oi_1 | 132 | 132
o211ai_1 | 47 | 47
nand2b_1 | 185 | 185
xnor2_1 | 1336 | 1336
fa_1 | 62 | 62
dfxtp_1 | 1584 | 1565
and2_1 | 68 | 68
nand4_1 | 82 | 82
xor2_1 | 367 | 367
inv_1 | 478 | 478
a21o_1 | 487 | 487
o31ai_1 | 50 | 50
nor3_1 | 222 | 222
o21bai_1 | 139 | 139
clkdlybuf4s50_1 | 0 | 108
clkbuf_8 | 3 | 51
o21ai_0 | 695 | 694
buf_4 | 1 | 91
nand2_1 | 653 | 653
cells by family after synthesis:
kind of cell | synth area share (%)
AOI/OAI and AO/OA | 21.2
xor gates and xnor gates | 13.7
muxes | 0.638
adders and majority gates | 19.4
and+or+nand+nor | 13.4
buffers and inverters | 2.61
DFF | 29.1
